[flow/design.v]
`timescale 1ns / 1ps
module CU_FSM(
    input intr,
    input clk,
    input RST,
    input [6:0] opcode,      
    output logic PC_WE,
    output logic RF_WE,
    output logic memWE2,
    output logic memRDEN1,
    output logic memRDEN2,
    output logic reset
  );
    typedef  enum logic [1:0] {
       st_INIT,
	   st_FET,
       st_EX,
       st_WB
    }  state_type; 
    state_type  NS,PS; 
    typedef enum logic [6:0] {
        LUI    = 7'b0110111,
        AUIPC  = 7'b0010111,
        JAL    = 7'b1101111,
        JALR   = 7'b1100111,
        BRANCH = 7'b1100011,
        LOAD   = 7'b0000011,
        STORE  = 7'b0100011,
        OP_IMM = 7'b0010011,
        OP_RG3 = 7'b0110011
    } opcode_t;
	opcode_t OPCODE;     
	assign OPCODE = opcode_t'(opcode);  
	always @ (posedge clk)  
        if (RST == 1)
            PS <= st_INIT;
        else
            PS <= NS;
    always_comb
    begin              
        PC_WE = 1'b0;    RF_WE = 1'b0;    reset = 1'b0;  
		memWE2 = 1'b0;     memRDEN1 = 1'b0;    memRDEN2 = 1'b0;
        case (PS)
            st_INIT:  
            begin
                reset = 1'b1;                    
                NS = st_FET; 
            end
            st_FET:  
            begin
                memRDEN1 = 1'b1;                    
                NS = st_EX; 
            end
            st_EX:  
            begin
                PC_WE = 1'b1;
				case (OPCODE)
				    LOAD: 
                       begin
                          PC_WE = 1'b0;
                          memRDEN2 = 1'b1;
                          NS = st_WB;
                       end
					STORE: 
                       begin
                          memWE2 = 1'b1;
                          NS = st_FET;
                       end
					BRANCH: 
                       begin
                          NS = st_FET;
                       end
					LUI: 
					   begin
                          RF_WE = 1'b1;				      
					      NS = st_FET;
					   end
					OP_IMM:   
					   begin 
                          RF_WE = 1'b1;
					      NS = st_FET;
					   end
	                JAL: 
					   begin
                          RF_WE = 1'b1;
					      NS = st_FET;
					   end
                    default:  
					   begin 
					      NS = st_FET;
					   end
                endcase
            end
            st_WB:
            begin
               RF_WE = 1'b1;
               PC_WE = 1'b1; 
               NS = st_FET;
               memRDEN2 = 1'b0;
            end
            default: NS = st_FET;
        endcase  
    end
endmodule
[flow/run.sh]
#!/bin/bash
# OpenROAD 26Q1-2900-gdf79404cd8, Yosys 0.63+post, stock flow scripts
make -C /OpenROAD-flow-scripts/flow DESIGN_CONFIG=/design/flow/config.mk WORK_HOME=/design/flow/orfs finish
[flow/config.mk]
export PLATFORM = sky130hd
export DESIGN_NAME = CU_FSM
export DESIGN_NICKNAME = CU_FSM
export VERILOG_FILES = /design/flow/design.v
export SDC_FILE = /design/flow/constraint.sdc
export NUM_CORES = 4
export LEC_CHECK = 1
export CORE_AREA = 10 10 70 70
export DIE_AREA = 0 0 80 80
[flow/constraint.sdc]
current_design CU_FSM

set clk_period 1.6
set clk_io_pct 0.2

create_clock -name clk0 -period $clk_period [get_ports {clk}]

set non_clock_inputs [all_inputs -no_clocks]
set_input_delay [expr $clk_period * $clk_io_pct] -clock clk0 $non_clock_inputs
set_output_delay [expr $clk_period * $clk_io_pct] -clock clk0 [all_outputs]
==> qor.yml <==
status: "finished, final reports clean"
top_register: "PS"
finalSetupViolations: 0
reg2reg_slack_ns: 0.79
cp.required_ns: 1.28
postSynthAreaPerCell_sq_um: 8.85
cts_hold_buf: 0
syn_area_sq_um: 239
pwr_density_cell_mw_per_mm2: 598
die-area_sq_mm: 0.00640
grt_overflow_total: 0
synth-seq-cells: 4
area_leaders: "dfxtp_1 (34%), nor2b_1 (10%), nor3_4 (6.8%)"
ys_cells: 27
drive_gt1_frac: 0.354
floorplan.core_util: 0.0700
synthTopCellsByCount: "dfxtp_1 (4), nor2b_1 (4), nor2_1 (3), nor3_1 (3)"
final_antenna_net_count: 0
die_x_microns: 80
coreArea_sq_mm: 0.00342
port_buffers: 14
cp-end-kind: "primary output"
yosys_area_sq_um: 239
setup_tns_ns: 0
p_leak_nw: 0.202
cp_max_fo: 5
netlist.area_leader.share: 0.335
r2r-end: "PS[3]$_DFF_P_"
finalClockSkew_ns: 0.00229
synth_cells: 27
clk_pin_slew_ns: 0.04
hold_viol_final: 0
grt_pass1_wl_mm: 1.45
worstSetupPathType: "in -> out"
hpwlAfterDp_microns: 708
ys_types: 17
routed_wl_microns: 863
power_mw: 0.286
start_kind: "input port"
synthArstFlopShare: 0
ir_drop_uv: 107
numClockSinks: 4
vias: 289
hold_path.class: "reg -> reg"
syn2layout_area_growth_pct: 100
min_from: "PS[2]$_DFF_P_"
finish.utilization: 0.140
rsz0062_at_grt: "false"
rr_startpoint: "PS[1]$_DFF_P_"
worstSkewPairLatency_ns: 0.23
finalMaxSlewViolations: 0
reg.largest.list: "PS x4"
layout_min_cycle_time_ns: 1.52
warnings: 26
max_slew.worst_pin.slew_ns: 0.226
clock.fmax_mhz: 659
vias_per_cell: 3.07
crit_arrival_ns: 1.20
largest_register_ffs: 4
antennaDiodeCount: 0
reg2reg_depth: 2
ys_warn_count: 1
tritoncts.num_buffers: 3
ys_seq_frac: 0.335
ff_type: "dfxtp_1"
worstHoldEndpoint: "PS[1]$_DFF_P_"
grt_max_degree: 7
routedWlPerCell_microns: 9.18
drt_iter0_drc: 7
edf_count: 0
instances_no_fill: 94
tritoncts: "yes"
synth.largest_area_cell: "dfxtp_1"
drcViolationCount: 0
pin_count: 16
gp_congestion: 0.771
rows: 21
grtUsageTotal: 0.0271
drv_cap: 0
dp_cells: 89
cts.htree.levels: 1
relSlewSlack: 0.849
whs_path_depth: 1
cp-startpoint: "opcode[4]"
die_h_microns: 80
fillCellCount: 396
root_buffer: "clkbuf_4"
dr.pass1.iters: 3
finalCritPeriodShare: 0.948
clockBufferDepth: 2
grt_pass1_vias: 322
antenna_found_initial: 0
-- per-layer routing --
layer | global-route usage | share of wire
met5 | 0 | 0
met1 | 0.0206 | 0.29
met3 | 0 | 0.0012
met4 | 0.0141 | 0.036
met2 | 0.0626 | 0.67
-- worst max-delay path by stage --
stage | endpoint | slack (ns)
CTS | PC_WE | 0.02
global route | memWE2 | 0.02
finish | PC_WE | 0.08
-- critical path: stages --
cell             delay (ns)
dlygate4sd2_1          0.28
nor2_2                 0.17
nand3_4                0.10
a21o_1                 0.16
clkdlybuf4s15_1        0.17
-- kinds of logic (layout without fill, tap and decap cells) --
group                  after synthesis  in the layout  synth area share
and+or+nand+nor                     18             18             0.529
AOI/OAI and AO/OA                    5              5             0.136
buffers and inverters                0             21                 0
DFF                                  4              4             0.335
-- power breakdown --
group | switching [mW] | internal (mW) | total [mW]
Clock | 0.0403 | 0.0838 | 0.124
Combinational | 0.0209 | 0.0310 | 0.0519
Sequential | 0.00458 | 0.105 | 0.110
Total | 0.0658 | 0.220 | 0.286
-- area by class of cell --
| class | count | area (sq um) | share of cell area |
|---|---|---|---|
| Timing Repair Buffer | 18 | 145 | 0.304 |
| Multi-Input combinational cell | 23 | 173 | 0.361 |
| Clock buffer | 3 | 22.5 | 0.0471 |
| Sequential cell | 4 | 80.1 | 0.168 |
| Tap cell | 46 | 57.6 | 0.120 |
-- timing repair --
item,4_1_cts,5_1_grt
pin swaps,7,3
setup endpoints to repair,6,3
setup buffers,2,0
gates resized,25,4
cloned,0,0
-- per-stage QoR --
stage / worst slack [ns] / hold WS, ns / cell area [sq um]
floorplan: 0.490 / 0.348 / 239
global placement: -0.535 / 0.475 / 452
detailed placement: -0.554 / 0.481 / 452
CTS: 0.0234 / 0.490 / 484
global route: 0.0240 / 0.514 / 478
finish: 0.0833 / 0.491 / 478
-- cell usage in the layout (no fill, tap or decap), drive strengths merged --
| cell type | n |
|---|---|
| a31oi | 1 |
| a21o | 1 |
| nand2 | 1 |
| and4bb | 1 |
| clkbuf | 5 |
| nor2 | 3 |
| o2bb2ai | 1 |
| buf | 6 |
| nor2b | 4 |
| dfxtp | 4 |
| clkdlybuf4s15 | 2 |
| o21ai | 1 |
| nor3 | 4 |
| dlygate4sd2 | 7 |
| and3b | 2 |
| and2 | 1 |
| nand3 | 1 |
| a21oi | 1 |
| clkdlybuf4s50 | 1 |
| nand4 | 1 |
No activity file was given, so power comes from the tool's default toggle rates.
